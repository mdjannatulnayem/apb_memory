### flow/run.sh
#!/bin/bash
# OpenROAD 26Q1-2900-gdf79404cd8, Yosys 0.63+post, stock flow scripts
make -C /OpenROAD-flow-scripts/flow DESIGN_CONFIG=/design/flow/config.mk WORK_HOME=/design/flow/orfs finish
### flow/config.mk
export PLATFORM = sky130hd
export DESIGN_NAME = apb_fsm
export DESIGN_NICKNAME = apb_fsm
export VERILOG_FILES = /design/flow/design.v
export SDC_FILE = /design/flow/constraint.sdc
export NUM_CORES = 4
export LEC_CHECK = 1
export CORE_AREA = 10 10 70 70
export DIE_AREA = 0 0 80 80
### flow/constraint.sdc
current_design apb_fsm

set clk_period 1.3
set clk_io_pct 0.2

create_clock -name clk0 -period $clk_period [get_ports {PCLK}]

set non_clock_inputs [all_inputs -no_clocks]
set_input_delay [expr $clk_period * $clk_io_pct] -clock clk0 $non_clock_inputs
set_output_delay [expr $clk_period * $clk_io_pct] -clock clk0 [all_outputs]
### flow/design.v
typedef enum logic [1:0] {
    IDLE   = 2'b00,  
    SETUP  = 2'b01,  
    ACCESS = 2'b10   
} state_e;
module apb_fsm #(
    parameter int DATA_W = 64
) (
    input PCLK, PRESETn, PSELx, PENABLE, PWRITE, error, rdata_valid,
    input logic [DATA_W-1:0] prdata_intr,
    output reg req, we, 
    output reg PREADY,
    output reg PSLVERR,
    output reg [DATA_W-1 : 0] PRDATA
);
    state_e state, next_state;
    always @(posedge PCLK) begin
        if(~PRESETn) begin
            state <= IDLE;
        end
        else begin
            state <= next_state;
        end
    end
    always_comb begin
        case (state)
            IDLE:   next_state  = (PSELx & ~PENABLE) ? SETUP : IDLE;
            SETUP:  next_state  = PSELx & PENABLE ? ACCESS : SETUP;
            ACCESS: next_state  = rdata_valid ? (PSELx ? SETUP : IDLE) : ACCESS;
            default: next_state = IDLE;
        endcase
    end
    always_comb begin
        case (state)
            IDLE: begin
                req     = '0;
                we      = '0;
                PREADY  = '0;
                PSLVERR = '0;
                PRDATA  = 'z;
            end
            SETUP: begin
                req     = '0;
                we      = '0;
                PREADY  = '0;
                PSLVERR = '0;
                PRDATA  = 'z;
            end
            ACCESS: begin
                req     = '1;
                we      = error ? 0 : PWRITE;
                PREADY  = rdata_valid;
                PSLVERR = rdata_valid & error;
                PRDATA  = rdata_valid & ~PWRITE ? prdata_intr : 'z;
            end
            default: begin
                req     = '0;
                we      = '0;
                PREADY  = 'z;
                PSLVERR = 'z;
                PRDATA  = 'z;
            end
        endcase
    end
endmodule
==> notes.md <==
Implementation results are summarized by area below.

Outcome
The flow ran to the end, and the final reports show no timing, DRC or antenna violations.

Hold path
The end point of the worst hold path is state[1]$_DFF_P_. Checking hold timing, the worst path is listed with class reg2reg. The startpoint identified for the worst hold timing path is state[2]$_DFF_P_. The hold path depth is 2.

Clocking
In this run the number of H-tree levels came out at 1. The CTS tree is done. The clock sink total is 3. The clock insertion delay at the later pin of the skew report is 230 ps. After clock tree synthesis, the clock-pin slew on the worst setup and hold paths is 30 ps.

The number of buffers added to fix hold violations after cts is 0. In this run, CTS created clock tree buffers numbering 3. The maximum clock path buffer count is 2. CTS placed an instance of sky130_fd_sc_hd__clkbuf_4 at the clock tree root.

Floorplan
The area of the core is 3416 um^2. In this run the horizontal extent of the chip is 80 um. The initial core utilization is 18.24%.

For this design the top-level I/O count stands at 139. The chip occupies 6400 um^2. The cell row count is 21. The vertical die size is 80 um.

Timing
The smallest clock period supported by the final layout is computed as 1220 ps. For the pin with the worst max-slew slack, the measured transition is 162.8 ps. In the finished design, the share of the clock period the worst path needs comes to 93.86%.

For this run, the final setup violation count is recorded as 0. The max-slew violation total from the final report is 0. Setup repair after global routing left no endpoint under its margin. After layout, the setup clock skew is reported as 0.1032 ps.

Setup slack on the critical path of the routed design comes to 79.81 ps. Setup total negative slack on the finished layout was measured at 0 ps. Across all checked pins, the minimum headroom to the slew limit is 89.05%. The achievable clock frequency is 819.5 MHz.

Across all hold checks on the routed design, the worst slack comes to 515.8 ps. The final hold violation count recorded for this run is 0.

Global routing
The first-pass GRT wire length is 1.386 mm. The initial antenna violation count is 0. The total global routing overflow is 0. The overall global routing resource usage is 2.641%. Entering global routing, the biggest net connects 5 pins. The number of global-route vias before repair was 298.

Power
The fraction of power consumed by sequential logic is 34.8%. The part of the total power dissipated in the clock network is 53.3%. The switching portion of total power is 19.52%.

The worst vdd rail ir drop is 306.2 uV. The reported leakage power is 0.1456 nW. In this run, the combinational gates consume 11.9% of the power. The internal power of the cells totals 0.2384 mW. Total power for the finished layout comes to 0.2962 mW. For this design the total switching power over the nets is 0.05784 mW. The power density normalized to cell area is 893.4 nW/um^2.

Critical path
The worst setup path is launched from a flop. In the setup report, the worst path falls into the class reg2out. Looking at the critical path, the single cell with the biggest stage delay is sky130_fd_sc_hd__dfxtp_2. The setup slack of the most critical reg-to-reg path is 480 ps. The arrival time at the worst endpoint is 960 ps. The family with the most delay on the worst path is flip-flops. The delay contributed by the slowest stage of the critical path is 360 ps. In this run the critical register-to-register path is launched from state[1]$_DFF_P_. The depth of the worst register-to-register path is 2. All stages included, the depth of the critical timing path comes to 2.

In this run the critical path is formed by and3_4 > dlygate4sd2_1. STA classifies the critical path endpoint as a primary output. In this run the critical register-to-register path is captured at state[2]$_DFF_P_. Per the post-run analysis, buffers plus inverters along the critical path come to 1. The required time reported for the critical path endpoint is 1040 ps. Per the timing report, the biggest fanout along the worst path comes to 6.

Synthesis
The total of flip-flops plus latches after synthesis is 3. The average cell area after synthesis is 7.988 um^2. In the synthesis report, Yosys lists the chip area as 623.1 um^2. The synthesized netlist occupies a cell area of 623.1 um^2. The cell count listed in synth_stat.txt is 78. For this run, the number of Yosys warnings is 7. The number of different library cells in the post-synthesis netlist is 12. The sequential fraction of the synthesis area is 9.639%. The cell count after synthesis came out at 78.

Routing
The remaining routing DRC violations is 0. The number of iterations in the first detailed-routing pass is 2. The antenna diode count is 0. The final layout contains routed wiring with a total length of 915 um. Using the TritonRoute via totals, the vias-per-cell ratio works out to 3.120.

In the final routed layout, each cell accounts on average for 12.20 um. The post-detailed-route count of antenna-violating nets is 0. The final route contains 234 vias. The violation count after the first detailed-route iteration is 8.

Layout
The register with the most flip-flops in the layout has 3 of them. Counting flops per register, the top entry is state. The largest registers in the layout are state (3). Compared with the post-synthesis result, the final layout area differs by -46.79%. The cell area after layout is 331.6 um^2. The most common logic cells in the final layout are sky130_fd_sc_hd__clkdlybuf4s50_1, sky130_fd_sc_hd__dlygate4sd2_1, sky130_fd_sc_hd__clkbuf_4. Per the layout report, the design carries 399 filler cells. The final report gives the core utilization as 9.707%. The count of non-filler cells in the finished layout is 75.

The share of final-layout standard cells stronger than drive strength 1 is 31.03%.

Place
Routability-driven placement finished with a final weighted congestion of 0.7386. After detailed placement, the design holds a cell count of 70. In this run the cell area measured after placement is 300.3 um^2. The placement report lists the number of port buffers as 10.

The post-placement setup slack is -381.8 ps.

Job
The logs give a warning total of 26. The max-cap check violation count is 0.
[repair_timing]
action | CTS | global route
resized | 7 | 3
endpoints found under the setup margin | 4 | 3
buffers inserted | 2 | 0
pin swaps | 0 | 0
[cells in the mapped netlist]
| master | number | area share (%) |
|---|---|---|
| sky130_fd_sc_hd__a21boi_0 | 2 | 2.4 |
| sky130_fd_sc_hd__nand3_1 | 1 | 0.80 |
| sky130_fd_sc_hd__a2bb2oi_1 | 1 | 1.4 |
| sky130_fd_sc_hd__o21ai_0 | 1 | 0.80 |
| sky130_fd_sc_hd__a21oi_1 | 1 | 0.80 |
| sky130_fd_sc_hd__and3b_2 | 1 | 1.6 |
| sky130_fd_sc_hd__buf_4 | 64 | 77 |
| sky130_fd_sc_hd__o221a_1 | 1 | 1.8 |
| sky130_fd_sc_hd__dfxtp_1 | 3 | 9.6 |
| sky130_fd_sc_hd__nand2b_1 | 1 | 1.0 |
| sky130_fd_sc_hd__and3_2 | 1 | 1.2 |
| sky130_fd_sc_hd__and2_4 | 1 | 1.4 |
[how the worst max path moves through the flow]
stage,from,to,slack [ps]
after CTS,state[1]$_DFF_P_,req,-80
after global routing,state[1]$_DFF_P_,PSLVERR,30
final,state[1]$_DFF_P_,PSLVERR,80
[tightest hold or removal path, stage by stage, from the launching register on]
cell,delay [ps]
sky130_fd_sc_hd__dfxtp_1,310
sky130_fd_sc_hd__nand3_1,70
sky130_fd_sc_hd__a21boi_0,80
[power by group through the flow]
stage	sequential [mW]	combinational, mW	clock, mW
after CTS	0.102	0.0380	0.166
final	0.103	0.0353	0.158
after global routing	0.104	0.0399	0.173
[per-layer routing]
| layer | up-vias | GRT usage (%) | part of all wire (%) |
|---|---|---|---|
| met4 | 0 | 3.169 | 8.0 |
| met3 | 24 | 4.318 | 29 |
| met5 | - | 0 | 0 |
| li1 | 83 | - | - |
| met2 | 41 | 2.729 | 42 |
| met1 | 86 | 1.597 | 21 |
[cell type report]
cell class / count / area [um^2] / share of cell area [%]
flip-flops and latches: 3 / 61.31 / 18.49
well taps: 46 / 57.56 / 17.36
multi-input cells: 11 / 86.33 / 26.04
repair buffers: 11 / 100.1 / 30.19
clock buffers: 4 / 26.28 / 7.925
[logic make-up after synthesis]
| kind of cell | count (synthesis) | share of synthesized area [%] |
|---|---|---|
| compound gates | 6 | 7.227 |
| buf+inv | 64 | 77.11 |
| flops | 3 | 9.639 |
| simple gates | 5 | 6.025 |
Power figures rest on the tool's default switching activity, not on a simulated workload.
